==> flow/run.sh <==
#!/bin/bash
# OpenROAD 26Q1-2900-gdf79404cd8, Yosys 0.63+post, stock flow scripts
make -C /OpenROAD-flow-scripts/flow DESIGN_CONFIG=/design/flow/config.mk WORK_HOME=/design/flow/orfs finish
==> flow/config.mk <==
export PLATFORM = sky130hd
export DESIGN_NAME = i_memory
export DESIGN_NICKNAME = i_memory
export VERILOG_FILES = /design/flow/design.v
export SDC_FILE = /design/flow/constraint.sdc
export NUM_CORES = 4
export LEC_CHECK = 1
export CORE_AREA = 10 10 70 70
export DIE_AREA = 0 0 80 80
export SYNTH_MEMORY_MAX_BITS = 65536
==> flow/constraint.sdc <==
current_design i_memory

set clk_period 1.3
set clk_io_pct 0.2

create_clock -name clk0 -period $clk_period

set non_clock_inputs [all_inputs -no_clocks]
set_input_delay [expr $clk_period * $clk_io_pct] -clock clk0 $non_clock_inputs
set_output_delay [expr $clk_period * $clk_io_pct] -clock clk0 [all_outputs]
==> flow/design.v <==
module i_memory (output reg [31:0] instruction,
                 input wire[31:0] address,
                 input wire clk);
reg [31:0] instruction_memory[0:1023];
always @(*) begin
    instruction <= instruction_memory[address];
end
initial begin
    instruction_memory[0] = 32'h8E680000;
    instruction_memory[4] = 32'h8E690004;
    instruction_memory[8] = 32'h01098020;
    instruction_memory[12] = 32'hAC90000C;
    instruction_memory[16] = 32'h08000019;
    instruction_memory[100] = 32'h01098022;
    instruction_memory[104] = 32'hAC900010;
end
endmodule
module reg_file (read_data_1, read_data_2, clk, read_reg_1, read_reg_2, write_en, write_reg, write_data);
    output reg [31:0] read_data_1, read_data_2;
    input wire clk, write_en;
    input wire [4:0] read_reg_1, read_reg_2, write_reg;
    input wire [31:0] write_data;
    reg [31:0]registers[0:31];
    initial begin
        registers[15] = 32'h01011066;
    end
    always @(posedge clk) begin
        if (write_en) begin
            registers[write_reg] <= write_data;
        end
    end
    always @(*) begin
        read_data_1 <= registers[read_reg_1];
        read_data_2 <= registers[read_reg_2];
    end
    integer i;
    initial begin
        for (i = 0; i < 32; i=i+1) begin
            registers[i] = 0;
        end
    end
endmodule
module control_u (mem_read, mem_to_reg, mem_write, reg_write, jump, ALU_op, reg_dst, ALU_src, op_code, funct);
    output reg mem_read, mem_to_reg, mem_write, reg_write, jump, reg_dst, ALU_src;
    output reg [1:0] ALU_op;
    input wire [5:0] op_code, funct;
    always @(*) begin
        case (op_code)
            0: begin
                if (funct == 32) begin
                    mem_read = 1'bx;
                    mem_to_reg = 0;
                    mem_write = 0;
                    reg_write = 1;
                    jump = 0;
                    ALU_op = 2'b00;
                    reg_dst = 1;
                    ALU_src = 0;
                end
                else if (funct == 34) begin
                    mem_read = 1'bx;
                    mem_to_reg = 0;
                    mem_write = 0;
                    reg_write = 1;
                    jump = 0;
                    ALU_op = 2'b01;
                    reg_dst = 1;
                    ALU_src = 0;
                end
            end
            35: begin
                mem_read = 1;
                mem_to_reg = 1;
                mem_write = 0;
                reg_write = 1;
                jump = 0;
                ALU_op = 00;
                reg_dst = 0;
                ALU_src = 1;
            end
            43: begin
                mem_read = 0;
                mem_to_reg = 1;
                mem_write = 1;
                reg_write = 0;
                jump = 0;
                ALU_op = 00;
                reg_dst = 1'bx;
                ALU_src = 1;
            end
            2: begin
                mem_read = 1'bX;
                mem_to_reg = 1'bX;
                mem_write = 0;
                reg_write = 0;
                jump = 1;
                ALU_op = 2'bxx;
                reg_dst = 1'bx;
                ALU_src = 1'bx;
            end
        endcase
    end
    initial begin
        jump = 0;
    end
endmodule
module mux2_1 #(parameter N = 1) (out, in0, in1, control);
    output reg [N-1:0] out;
    input wire [31:0] in0, in1;
    input wire control;
    always @(*) begin
        out = control? in1:in0;
    end
endmodule
module alu (alu_result, ALU_op, operand1, operand2);
    output reg [31:0] alu_result;
    input wire [1:0] ALU_op;
    input wire [31:0] operand1, operand2;
    always @(*) begin
        case (ALU_op)
            00: alu_result = operand1 + operand2;
            01: alu_result = operand1 - operand2;
            default: alu_result = 0;
        endcase
    end
endmodule
module sign_ext (input wire [15:0] in, output wire [31:0] out);
    assign out = {{16{in[15]}}, in};
endmodule
module data_mem (read_data, clk, mem_write, mem_read, write_data, address);
    output reg [31:0] read_data;
    input wire clk, mem_write, mem_read;
    input wire [31:0] write_data, address;
    reg [31:0] memory [0:4095];
    wire [11:0] address_needed;
    assign address_needed = address[12:2];
    initial begin
        memory[0] = 'h60;
        memory[1] = 'h70;
        memory[2] = 'h30;
    end
    always @(*) begin
        if (mem_read & !mem_write) begin
            read_data <= memory[address_needed];
        end
    end
    always @(posedge clk) begin
        if (mem_write & !mem_read) begin
            memory[address_needed] = write_data;
        end
    end
    integer i;
    initial begin
        #100
        $display("\nData memory:");
        for (i = 0; i<5; i=i+1) begin
            $display("%x", memory[i]);
        end
    end
endmodule
module mips ();
    reg clk;
    reg [31:0] program_counter;
    wire [31:0] instruction_reg;
    wire [31:0] read_data_1, read_data_2;
    wire mem_read, mem_to_reg, mem_write, reg_write, jump, reg_dst, ALU_src;
    wire [1:0] ALU_op;
    wire [4:0] write_reg;
    wire [31:0] alu_result, operand2;
    wire [31:0] immediate_ext;
    wire [31:0] RAM_read_data;
    wire [31:0] reg_write_data;
    control_u control_unit(mem_read, mem_to_reg, mem_write, reg_write, jump, ALU_op, reg_dst, ALU_src, instruction_reg[31:26], instruction_reg[5:0]);
    i_memory instruction_memory(.clk(clk), .address(program_counter), .instruction(instruction_reg));
    reg_file my_reg_file(.read_data_1(read_data_1), .read_data_2(read_data_2), .clk(clk), .read_reg_1(instruction_reg[25:21]), .read_reg_2(instruction_reg[20:16]), .write_reg(write_reg), .write_en(reg_write), .write_data(reg_write_data));
    mux2_1 #(.N(5)) write_reg_mux(.out(write_reg), .in0(instruction_reg[20:16]), .in1(instruction_reg[15:11]), .control(reg_dst));
    alu my_alu(alu_result, ALU_op, read_data_1, operand2);
    mux2_1 #(.N(32)) alu_op_mux (.in0(read_data_2), .in1(immediate_ext), .out(operand2), .control(ALU_src));
    sign_ext sign_ext_mod(instruction_reg[15:0], immediate_ext);
    data_mem RAM (.read_data(RAM_read_data), .clk(clk), .mem_write(mem_write), .mem_read(mem_read), .write_data(read_data_2), .address(alu_result));
    mux2_1 #(.N(32)) mem_out_mux(.in0(alu_result), .in1(RAM_read_data), .out(reg_write_data), .control(mem_to_reg));
    always @(posedge clk) begin
        if (!jump) begin
            program_counter <= program_counter + 4;
        end
        else begin
            program_counter = {program_counter[31:28], {instruction_reg[25:0] << 2}};
        end
    end
    integer i;
    initial begin
        program_counter <= 0;
        $monitor("PC:%x %x\t ALU result: %x\tOperand1:%x, Operand2:%x\tReg write data:%x", program_counter, instruction_reg, alu_result, read_data_1, operand2, reg_write_data);
        clk <= 0;
        for (i = 0; i<20; i = i + 1) begin
            #1
            clk <= ~ clk;
        end
    end
endmodule
==> flow_metrics.py <==
# Physical implementation metrics
metrics = {
    "routing": {
        "antenna_cells": 0,
        "drt-total-wl_um": 1085,
        "drt_iter0_drc": 1,
        "post_drt_via_cell_ratio": 2.615,
        "drc": 0,
        "wl_per_cell_um": 9.274,
        "drt_pass1_iterations": 2,
        "route.antenna.remaining_nets": 0,
        "num_vias": 306,
    },
    "critical_path": {
        "cp.arrival_ps": 1000,
        "cp-start-kind": "input pin",
        "cp.required_ps": 1040,
        "crit_fanout": 5,
        "cp-end-kind": "output pin",
        "critPathLaunch": "address[4]",
        "crit_type": "input pin to output pin",
        "crit_path_end": "instruction[31]",
    },
    "sta": {
        "fin_crit_sh_pct": 96.99,
        "fin_tns_setup_ps": 0,
        "finalSetupViolations": 0,
        "fmax_mhz": 793.1,
        "rsz0062_at_grt": "no",
        "timing.final.crit_period_ps": 1261,
        "finalHoldViolations": 0,
        "maxSlewViolCount": 0,
    },
    "floorplanning": {
        "fp_util_pct": 8.535,
        "dieArea_sq_mm": 0.006400,
        "core_sq_mm": 0.003416,
        "rows": 21,
        "die_h_um": 80,
        "die_w_um": 80,
        "io_pins": 65,
    },
    "placed_design": {
        "globalplace.congestion": 0.7287,
        "place_area_sq_um": 519.2,
        "dp_hpwl_um": 919.2,
        "port_buffers": 23,
    },
    "yosys": {
        "synth.distinct_cells": 12,
        "synth.avg_cell_area_sq_um": 6.941,
        "ys_cells": 42,
        "yosys-top-cells-area": "buf_4, o21ai_2, ha_1",
        "syn_inst": 42,
        "top_area_share_pct": 51.50,
        "netlist_area_sq_um": 291.5,
        "yosys-stat-area_sq_um": 291.5,
        "ys_seq_share_pct": 0,
        "ys_top_cells_by_count": "buf_4, nor2_1, o21ai_2, inv_1",
        "most_common_cell": "buf_4",
        "synth_warnings": 1,
        "top_area_cell": "buf_4",
    },
    "layout": {
        "clock_buffers": 0,
        "fin_util_pct": 16.74,
        "nFlopsAndLatches": 0,
        "fin_area_sq_um": 571.8,
        "syn_to_final_growth_pct": 96.14,
        "layout.area.comb_sq_um": 231.5,
        "layout-drive-gt1-share_pct": 66.20,
        "regArea_sq_um": 0,
        "nFillCells": 403,
    },
    "global_routing": {
        "met1_usage_pct": 3.626,
        "busiest_layer": "met2",
        "grt_overflow": 0,
        "antenna_found_initial": 0,
        "track_usage_pct": 3.048,
        "grt_first_pass_wirelength_um": 1621,
        "met3_usage_pct": 0.7955,
        "grt_pass1_vias": 316,
        "met2_usage_pct": 5.618,
        "grt_max_degree": 6,
    },
    "pwr": {
        "p_leak_nw": 0.3203,
        "powerDensity_mw_per_mm2": 263.2,
        "peakVddDrop_uv": 50.35,
        "p_total_w": 0.0001505,
    },
    "outcome": {
        "status": "finished, final reports clean",
    },
    "hold_path": {
        "holdCritStartpoint": "address[6]",
        "hold-path-cell-count": 5,
        "hold_path.class": "input pin to output pin",
    },
    "job": {
        "drv_cap": 0,
        "warnings": 62,
    },
}
==> layer usage <==
metal | routed length, um | vias up
li1 | - | 155
met1 | 426 | 133
met2 | 546 | 18
met3 | 112 | 0
met4 | 0 | 0
met5 | 0 | -
==> layout make-up <==
cell class         count  area share, %
well taps             46          10.07
multi-input cells     31          40.48
inverters              3          1.969
repair buffers        37          47.48
==> cell usage in the layout, fill, tap and decap left out, drive strengths merged <==
cell type       n
nor2            5
a21o            2
a21oi           1
o21ai           4
ha              2
dlygate4sd2     4
conb           13
nand2b          1
or2             1
inv             3
nand2           1
clkdlybuf4s15   1
nor2b           1
buf            32
==> worst min-delay path by stage <==
stage                endpoint  slack, ps
CTS           instruction[22]        940
global route  instruction[19]        960
finish        instruction[19]        920
==> power by group <==
group	switching (W)	total (W)	internal [W]
logic	0.0000582	0.000150	0.0000923
registers	0	0	0
clock network	0	0	0
total	0.0000582	0.000150	0.0000923
==> what timing repair did <==
action,4_1_cts,5_1_grt
buffers inserted,8,0
setup endpoints to repair,19,8
pin swaps,7,6
hold endpoints to repair,0,0
hold buffers,0,0
resized,82,7
==> metrics by stage <==
step	hold slack, ps	std cells	worst slack, ps
final	918.6	117	39.14
after global placement	1585	109	-783.3
after floorplan	533.5	54	250.5
after CTS	943.4	117	4.416
after detailed placement	1590	109	-779.3
after global routing	958.8	117	1.888
==> logic make-up after synthesis <==
kind of cell / after synthesis / synth area share [%]
other cells: 1 / 1.286
simple gates: 9 / 15.88
fa+ha+maj: 2 / 8.582
compound gates: 7 / 18.88
buf+inv: 23 / 55.36
==> critical path, cell delays in order <==
cell and delay, ps:
buf_2 110, or2_4 260, buf_4 140, o21ai_2 120, buf_2 110
Power is estimated from default activity; no workload was simulated.
